## ./run.sh

```bash
#!/bin/bash
# OpenROAD 26Q1-2900-gdf79404cd8, Yosys 0.63+post, stock flow scripts
make -C /OpenROAD-flow-scripts/flow DESIGN_CONFIG=/design/flow/config.mk WORK_HOME=/design/flow/orfs finish
```

## ./config.mk

```make
export PLATFORM = sky130hd
export DESIGN_NAME = examplemealy
export DESIGN_NICKNAME = examplemealy
export VERILOG_FILES = /design/flow/design.v
export SDC_FILE = /design/flow/constraint.sdc
export NUM_CORES = 4
export LEC_CHECK = 1
export CORE_AREA = 10 10 70 70
export DIE_AREA = 0 0 80 80
```

## ./constraint.sdc

```tcl
current_design examplemealy

set clk_period 1.3
set clk_io_pct 0.2

create_clock -name clk0 -period $clk_period [get_ports {Clock}]

set non_clock_inputs [all_inputs -no_clocks]
set_input_delay [expr $clk_period * $clk_io_pct] -clock clk0 $non_clock_inputs
set_output_delay [expr $clk_period * $clk_io_pct] -clock clk0 [all_outputs]
```

## ./design.v

```verilog
module examplemealy(Clock, Resetn, w, z);
input Clock, Resetn, w;
output reg z;
reg [3:1]y, Y;
parameter S0= 3'b000, S1= 3'b001, S2= 3'b010, S3= 3'b011, S4= 3'b100, S5= 3'b101;
always@(w,y)
	case(y)
		S0: if(w)
			begin
				z=0;
				Y=S1;
			end
			else 
			begin
				z=0;
				Y=S0;
			end
		S1: if(w)
			begin
				z=0;
				Y=S2;
			end
			else
			begin
				z=0;
				Y=S4;
			end
		S2: if(w)
			begin
				z=0;
				Y=S3;
			end
			else
			begin
				z=0;
				Y=S4;
			end
		S3: if(w)
			begin
				z=1;
				Y=S3;
			end
			else
			begin
				z=0;
				Y=S4;
			end
		S4: if(w)
			begin
				z=0;
				Y=S1;
			end
			else
			begin
				z=0;
				Y=S5;
			end
		S5: if(w)
			begin
				z=1;
				Y=S1;
			end
			else
			begin
				z=0;
				Y=S0;
			end
		default: 
			begin
				z=0;
				Y=3'bxxx;
			end
	endcase
always@(negedge Resetn, posedge Clock)
	if(Resetn==0) y<=S0;
	else y<=Y;
endmodule
```

==> reports/metrics.cfg <==
[status]
status=completed

[power]
leakage_nw=0.150
power_density_nw_per_um2=1230
ir_worst_vdd_uv=202

[global_route]
grt_overflow=0
grt_max_degree=7
grt_pass1_wl_um=855
grt_use_total=0.0179
grt_pass1_vias=183
antenna_found_initial=1

[layout]
fill_cells=398
area_growth_pct=61.8
instances_no_fill=73
reg.largest.list=y x6
top_register=y
design_area_um2=360
drive_gt1_frac=0.423
largest_register_ffs=6

[drt]
routed-via-count=158
finalWirelength_um=444
via_per_inst=2.16
antenna_left=0
drc=0
wire_per_inst_um=6.08
drt_iter0_markers=19
dr.pass1.iters=2

[sta]
finalClockPeriodUsage=0.933
fin_skew_ns=0.00375
hold_violations=0
final.setup.tns_ns=0
setup_viol=0
tightest_slew_ns=0.258
fin_hold_ws_ns=0.248
grt_setup_unrepaired=no
slew_headroom=0.827
max_freq_mhz=825
fin_crit_ns=1.21
fin_ws_ns=0.0876
final_max_slew_viol_count=0

[floorplanning]
die_w_um=80
fp-utilization=0.0652
io_pins=4
chipArea_um2=6400
fp-row-count=21
chipHeight_um=80
core-area_um2=3420

[placement]
dp_hpwl_um=332
gp_congestion=0.725
pre_cts_ws_ns=-0.285
placed_area_um2=325
port_buffers=3
dp.cells=67

[run]
tool_warnings=25
maxCapViolCount=0

[worst_setup_path]
criticalPathCategory=flop to output port
cp_max_fo=2
start_kind=flop
arrival_ns=0.95
required_ns=1.04
cp-end-kind=output port

[synthesis]
synth_warnings=1
synthDistinctLibCells=9
ys_seq_frac=0.680
syn-cell-area_um2=223
synthCells=16
ys_chip_area_um2=223
ys_ff=6
yosys_cells=16
syn_area_per_cell_um2=13.9

[clock_network]
cts_buffers=3
clk_latency_ns=0.25
cts_hold_buf=0
ctsLongestPathBuffers=2
cts.sinks=6
cts-root-buf=clkbuf_4
htreeDepth=1
clk_pin_slew_ns=0.05
cts_tree=yes

[worst_hold_path]
min_path_type=input pin to asynchronous set/reset pin

[Yosys cell counts]
cell,number,area [µm²]
o21a_1,3,22.5
and2b_2,1,8.76
dfstp_2,1,26.3
nor3_1,2,10.0
nor2_2,1,6.26
dfrtp_1,5,125
nor4_2,1,12.5
nor2_1,1,3.75
and2_2,1,7.51
[cells by family (layout without fill, tap and decap cells)]
logic type | after synthesis | count (layout) | synth area share
and+or+nand+nor | 7 | 7 | 0.219
buffers and inverters | 0 | 10 | 0
other | 0 | 1 | 0
AOI/OAI and AO/OA | 3 | 3 | 0.101
DFF | 6 | 6 | 0.680
[final timing paths]
check,from,end,slack (ns),cells past startpoint
max,y[4],z,0.09,2
min,Resetn,y[3],0.25,1
max reg2reg,y[4],y[3],0.33,4
min reg2reg,y[2],y[0],0.47,1
max in group asynchronous,Resetn,y[0],0.78,1
min in group clk0,w,y[0],0.44,3
[cell usage in the layout, fill, tap and decap left out, drive strengths merged]
cell type / count
diode: 1
and2: 1
buf: 3
o21a: 3
nor4: 1
and2b: 1
clkbuf: 4
dfstp: 1
clkdlybuf4s50: 1
dfrtp: 5
nor3: 2
nor2: 2
clkdlybuf4s15: 1
dlygate4sd2: 1
[through the flow]
step	util	power (mW)
CTS	0.104	0.451
global route	0.105	0.474
global placement	0.0952	0.256
detailed placement	0.0952	0.259
floorplan	-	0.233
finish	0.105	0.441
[where the power goes]
group / total [mW] / switching [mW] / internal [mW] / leakage [nW]
logic: 0.0456 / 0.0194 / 0.0261 / 0.0559
clock network: 0.185 / 0.0686 / 0.116 / 0.0150
registers: 0.211 / 0.00815 / 0.203 / 0.0793
[final cells by class]
cell class	instances	area (µm²)	share of cell area
Antenna cell	1	2.50	0.00694
Clock buffer	4	26.3	0.0729
Multi-Input combinational cell	10	71.3	0.198
Sequential cell	6	151	0.420
Tap cell	46	57.6	0.160
Timing Repair Buffer	6	51.3	0.142
[timing repair]
item,CTS,global route
gates resized,2,1
setup buffers,1,0
gates cloned,0,0
pin swaps,1,1
endpoints found under the setup margin,1,1
hold endpoints to repair,0,0
[worst max-delay path, cell delays in order, from the launching register on]
cell and delay, ns:
dfrtp_1 0.37, o21a_1 0.18, clkdlybuf4s15_1 0.16
[metal layers]
layer | part of all wire | GRT usage | vias up
li1 | - | - | 76
met3 | 0.23 | 0.0250 | 0
met2 | 0.38 | 0.0233 | 6
met5 | 0 | 0 | -
met1 | 0.39 | 0.0168 | 76
met4 | 0 | 0.00176 | 0
Power is estimated from default activity; no workload was simulated.
