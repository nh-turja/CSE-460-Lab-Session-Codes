$ cat flow/run.sh
#!/bin/bash
# OpenROAD 26Q1-2900-gdf79404cd8, Yosys 0.63+post, stock flow scripts
make -C /OpenROAD-flow-scripts/flow DESIGN_CONFIG=/design/flow/config.mk WORK_HOME=/design/flow/orfs finish
$ cat flow/config.mk
export PLATFORM = sky130hd
export DESIGN_NAME = fulladd4
export DESIGN_NICKNAME = fulladd4
export VERILOG_FILES = /design/flow/design.v
export SDC_FILE = /design/flow/constraint.sdc
export NUM_CORES = 4
export LEC_CHECK = 1
export CORE_AREA = 10 10 70 70
export DIE_AREA = 0 0 80 80
$ cat flow/constraint.sdc
current_design fulladd4

set clk_period 3.0
set clk_io_pct 0.2

create_clock -name clk0 -period $clk_period

set non_clock_inputs [all_inputs -no_clocks]
set_input_delay [expr $clk_period * $clk_io_pct] -clock clk0 $non_clock_inputs
set_output_delay [expr $clk_period * $clk_io_pct] -clock clk0 [all_outputs]
$ cat flow/design.v
module fulladd4(S0,S1,S2,S3,Cout,A0,A1,A2,A3,B0,B1,B2,B3,Cin);
input A0,A1,A2,A3,B0,B1,B2,B3,Cin;
output S0,S1,S2,S3,Cout;
wire Cout0,Cout1,Cout2;
fulladd stage0(S0,Cout0,A0,B0,Cin);
fulladd stage1(S1,Cout1,A1,B1,Cout0);
fulladd stage2(S2,Cout2,A2,B2,Cout1);
fulladd stage3(S3,Cout,A3,B3,Cout2);
endmodule
module fulladd(S,Cout,A,B,Cin);
input A,B,Cin;
output S,Cout;
assign S = A^B^Cin;
assign Cout = (A&B) |(Cin&(A^B));
endmodule
==> changes_impl.md <==
### Physical design

* Initial antenna violation count at 0
* Dpl cell area at ~320 µm²
* Run status: completed
* Vias in the first global route at 125
* Most instantiated logic cells after routing: 6 x clkdlybuf4s50_1, 5 x inv_2, 5 x inv_1, 4 x buf_2
* Netlist cell types at 2
* DRT antenna net count at 0
* Rel. slew slack at between 90% and 100%
* Chip Height at 80 µm
* Final setup fails at 0
* Area grow syn2layout at 156%
* Row Count at 21
* Most frequent logic cell in the layout: clkdlybuf4s50_1
* Post-layout minimum cycle time at 2.91 ns
* Setup CP Type: in -> out
* Post-synth seq share at 0%
* Post-Syn Area at 118 µm²
* Peak supply drop at between 30 and 40 µV
* IO Pins at 14
* Crit path launch type: input port
* WL final at around 440 µm
* Largest net degree at the start of global routing at 2
* Postcts setup bufs at 0
* Maxcap violations at 0
* RSZ-0062 raised after global routing: no
* Final HPWL DP at 442 µm
* Setup_tns at 0 ns
* DR iter-0 viols at 0
* Top area contributor share at roughly 68%
* Util after Layout at 8.83%
* Tot GR Track Use at under 10%
* Tcrit/Tclk final at 96.9%
* Critical path data required time at 2.40 ns
* Grt ovf at 0
* Power per cell area at roughly 140 nW/µm²
* Top cells, area: fa_1 68%, inv_1 32%
* Detailed-route via count at between 100 and 150
* Floorplan Utilization at 3.44%
* Reg area at 0 µm²
* Antenna cells at 0
* Clkbuf count at 0
* WL per Instance at 5.96 µm
* Pins over their slew limit at 0
* Core ar. at approximately 3400 µm²
* Layout cells sized above 1 at 42.9%
* Lkg Pwr at 0.143 nW
* Yosys warns at 0
* Yosys Chip Area at 118 µm²
* Max frequency at between 300 and 400 MHz
* Hold_ws at 1.95 ns
* Critical-path maximum fanout at 1
* I/O Buffers at 14
* Hold Vio Cnt, Final at 0
* Registers at 0
* Mean post-synth cell area at 8.40 µm²
* Arr. time, crit path at between 2 and 2.5 ns
* Post-synthesis cell count at 14
* Die Width at ~80 µm
* Biggest area consumer among synthesized cells: fa_1
* Tool warnings at 32
* Vias per cell at 1.77
* First-pass GRT wire length at 648 µm
* Worst slew pin tran at 0.0987 ns
* Total chip power at 0.0000423 W
* DRT Pass-1 Iters at 1
* Drt drc at 0
* Hold WC Path Type: in -> out
* Full die area at 6400 µm²
* Gpl congestion at approximately 0.78
* Post-route cell area at 302 µm²
* Yosys cell count at 14
* Crit. End Element: output pin
[worst max-delay path: stages]
cell	delay [ns]
buf_2	0.10
inv_2	0.05
fa_2	0.19
inv_2	0.04
fa_2	0.35
fa_2	0.36
inv_2	0.06
fa_1	0.41
inv_1	0.06
buf_2	0.08
[per-stage QoR]
step,cells,worst slack [ns]
after global placement,74,-0.664
after detailed placement,74,-0.708
after CTS,74,0.0154
final,74,0.0917
after floorplan,14,0.323
after global routing,74,0.00499
[routing by layer]
| metal | vias up | wire length [µm] | global-route usage (%) |
|---|---|---|---|
| met1 | 58 | 224 | 1.87 |
| met3 | 0 | 83 | 0.568 |
| li1 | 60 | - | - |
| met5 | - | 0 | 0 |
| met2 | 13 | 133 | 1.77 |
| met4 | 0 | 0 | 0 |
[synthesized netlist by cell type]
library cell / number
inv_1: 10
fa_1: 4
[timing repair]
item | CTS | global route
setup endpoints to repair | 4 | 1
hold buffers | 0 | 0
pin swaps | 4 | 1
resized | 23 | 1
[power breakdown]
| part | internal [W] | switching [W] |
|---|---|---|
| Combinational | 0.0000278 | 0.0000144 |
| Sequential | 0 | 0 |
| Clock | 0 | 0 |
| Total | 0.0000278 | 0.0000144 |
[cell families (layout without fill, tap and decap cells)]
family	Yosys count	in the layout	synth area share, %
adder cells (fa/ha/maj)	4	4	68.1
buffers and inverters	10	24	31.9
[final cells by class]
class | instances | area [µm²]
multi-input cells | 4 | 87.6
well taps | 46 | 57.6
repair buffers | 14 | 119
inverters | 10 | 37.5
fillers | 402 | 3110
[worst paths after layout]
path	from	end	slack [ns]	depth (start not counted)
max	A0	S3	0.09	10
min	B3	S3	1.95	5
No activity file was given, so power comes from the tool's default toggle rates.
