## /design/flow/design.v

```verilog
module Vending_Machine(clock, reset, cash_in, purchase, present_state, next_state, cash_return);
	input clock, reset;
	input [1:0] cash_in;
	output reg purchase;
	output reg [1:0] cash_return, present_state, next_state;
	parameter 	state0= 2'b00,  
				state1= 2'b01,  
				state2= 2'b10,  
				state3= 2'b11,  
				n = 15;
	always@(posedge clock)
	begin
		if(n==10)
		begin 
			if(reset==1)
			begin 
				present_state=0;
				next_state=0;
			end
			else
			begin
				present_state=next_state;
				case(present_state)
				state0: if(cash_in == 2'b00)
							begin
								next_state = state0;
								purchase =0;
								cash_return =0;
							end
						else if(cash_in == 2'b01)
							begin
								next_state=state1;
								purchase = 0;
								cash_return = 0;
							end
						else if(cash_in == 2'b10)
							begin
								next_state=state0;
								purchase=1;
								cash_return=0;
							end
						else if(cash_in == 2'b11)
							begin
								next_state = state0;
								purchase = 1;
								cash_return = 2'b10;
							end
				state1: if(cash_in == 2'b00)
							begin
								next_state = state0;
								purchase =0;
								cash_return =2'b01;
							end
						else if(cash_in == 2'b01)
							begin
								next_state=state0;
								purchase = 1;
								cash_return = 0;
							end
						else if(cash_in == 2'b10)
							begin
								next_state=state0;
								purchase=1;
								cash_return=2'b01;
							end
						else if(cash_in == 2'b11)
							begin
								next_state = state0;
								purchase = 1;
								cash_return = 2'b11;
							end
				endcase
			end
		end
		else if (n==15)
		begin 
			if(reset==1)
			begin 
				present_state=0;
				next_state=0;
			end
			else
			begin
				present_state=next_state;
				case(present_state)
				state0: if(cash_in == 2'b00)
							begin
								next_state = state0;
								purchase =0;
								cash_return =0;
							end
						else if(cash_in == 2'b01)
							begin
								next_state=state1;
								purchase = 0;
								cash_return = 0;
							end
						else if(cash_in == 2'b10)
							begin
								next_state=state2;
								purchase=0;
								cash_return=0;
							end
						else if(cash_in == 2'b11)
							begin
								next_state = state0;
								purchase = 1;
								cash_return = 2'b01;
							end
				state1: if(cash_in == 2'b00)
							begin
								next_state = state0;
								purchase =0;
								cash_return =2'b01;
							end
						else if(cash_in == 2'b01)
							begin
								next_state=state2;
								purchase = 0;
								cash_return = 0;
							end
						else if(cash_in == 2'b10)
							begin
								next_state=state0;
								purchase=1;
								cash_return=0;
							end
						else if(cash_in == 2'b11)
							begin
								next_state = state0;
								purchase = 1;
								cash_return = 2'b10;
							end
				state2: if(cash_in == 2'b00)
							begin
								next_state = state0;
								purchase =0;
								cash_return =2'b10;
							end
						else if(cash_in == 2'b01)
							begin
								next_state=state0;
								purchase = 1;
								cash_return = 0;
							end
						else if(cash_in == 2'b10)
							begin
								next_state=state0;
								purchase=1;
								cash_return=2'b01;
							end
						else if(cash_in == 2'b11)
							begin
								next_state = state0;
								purchase = 1;
								cash_return = 2'b11;
							end
				endcase
			end
		end
		else if(n==20)
		begin 
			if(reset==1)
			begin 
				present_state=0;
				next_state=0;
			end
			else
			begin
				present_state=next_state;
				case(present_state)
				state0: if(cash_in == 2'b00)
							begin
								next_state = state0;
								purchase =0;
								cash_return =0;
							end
						else if(cash_in == 2'b01)
							begin
								next_state=state1;
								purchase = 0;
								cash_return = 0;
							end
						else if(cash_in == 2'b10)
							begin
								next_state=state2;
								purchase=0;
								cash_return=0;
							end
						else if(cash_in == 2'b11)
							begin
								next_state = state0;
								purchase = 1;
								cash_return = 0;
							end
				state1: if(cash_in == 2'b00)
							begin
								next_state = state0;
								purchase =0;
								cash_return =2'b01;
							end
						else if(cash_in == 2'b01)
							begin
								next_state=state2;
								purchase = 0;
								cash_return = 0;
							end
						else if(cash_in == 2'b10)
							begin
								next_state=state3;
								purchase=0;
								cash_return=0;
							end
						else if(cash_in == 2'b11)
							begin
								next_state = state0;
								purchase = 1;
								cash_return = 2'b10;
							end
				state2: if(cash_in == 2'b00)
							begin
								next_state = state0;
								purchase =0;
								cash_return =2'b10;
							end
						else if(cash_in == 2'b01)
							begin
								next_state=state3;
								purchase = 0;
								cash_return = 0;
							end
						else if(cash_in == 2'b10)
							begin
								next_state=state0;
								purchase=1;
								cash_return=2'b00;
							end
						else if(cash_in == 2'b11)
							begin
								next_state = state0;
								purchase = 1;
								cash_return = 2'b10;
							end
				state3: if(cash_in == 2'b00)
							begin
								next_state = state0;
								purchase =0;
								cash_return =2'b11;
							end
						else if(cash_in == 2'b01)
							begin
								next_state=state0;
								purchase = 1;
								cash_return = 0;
							end
						else if(cash_in == 2'b10)
							begin
								next_state=state0;
								purchase=1;
								cash_return=2'b01;
							end
						else if(cash_in == 2'b11)
							begin
								next_state = state0;
								purchase = 1;
								cash_return = 2'b11;
							end
				endcase
			end
		end
	end
endmodule
```

## /design/flow/run.sh

```bash
#!/bin/bash
# OpenROAD 26Q1-2900-gdf79404cd8, Yosys 0.63+post, stock flow scripts
make -C /OpenROAD-flow-scripts/flow DESIGN_CONFIG=/design/flow/config.mk WORK_HOME=/design/flow/orfs finish
```

## /design/flow/config.mk

```make
export PLATFORM = sky130hd
export DESIGN_NAME = Vending_Machine
export DESIGN_NICKNAME = Vending_Machine
export VERILOG_FILES = /design/flow/design.v
export SDC_FILE = /design/flow/constraint.sdc
export NUM_CORES = 4
export LEC_CHECK = 1
export CORE_AREA = 10 10 70 70
export DIE_AREA = 0 0 80 80
```

## /design/flow/constraint.sdc

```tcl
current_design Vending_Machine

set clk_period 2.1
set clk_io_pct 0.2

create_clock -name clk0 -period $clk_period [get_ports {clock}]

set non_clock_inputs [all_inputs -no_clocks]
set_input_delay [expr $clk_period * $clk_io_pct] -clock clk0 $non_clock_inputs
set_output_delay [expr $clk_period * $clk_io_pct] -clock clk0 [all_outputs]
```

==> results_dict.tcl <==
# implementation run metrics
set metrics [dict create \
    ys_ff 7 \
    dr_total_vias 407 \
    initCoreUtil 0.148 \
    outcome "finished clean" \
    path_clk_slew_ps 50 \
    antenna_found_initial 0 \
    period_needed_ps 1850 \
    grt_use_met3 0.0182 \
    fin_tns_setup_ps 0 \
    coreArea_sq_um 3420 \
    cts.sinks 7 \
    grt_pass1_vias 362 \
    grt_max_degree 10 \
    gr-total-overflow 0 \
    p_comb_frac 0.300 \
    layout-drive-gt1-share 0.162 \
    rows 21 \
    viasPerCell 3.57 \
    gp_congestion 0.796 \
    cts_hold_buf 0 \
    clk_latency_ps 240 \
    chipArea_sq_um 6400 \
    busiest_layer "met1" \
    layout_top_cells "ha_1, clkdlybuf4s50_1, nor2_1" \
    synth.avg_cell_area_sq_um 9.89 \
    path_class "input port to flip-flop" \
    final_hold_viol_count 0 \
    cp.required_ps 2270 \
    rsz0062_at_grt "no" \
    worst_slew_pin_slew_ps 307 \
    power.total_uw 408 \
    fin_ws_ps 248 \
    report.final.slew_viol_count 0 \
    met2_usage 0.0377 \
    synthCells 51 \
    hold_class "flip-flop to flip-flop" \
    arrival_ps 2020 \
    yosysWarnings 1 \
    warnings 33 \
    wl_microns 962 \
    p_leak_uw 0.000274 \
    hpwl_microns 849 \
    area_growth_pct 41.4 \
    cts_buffers 3 \
    drt-initial-drc-count 31 \
    cts-root-buf "clkbuf_4" \
    die_w_microns 80 \
    finClkSkew_ps 3.69 \
    synth_cell_types 21 \
    layout.area.seq_sq_um 170 \
    synth_stat.cells 51 \
    ir_drop_mv 0.123 \
    grtUsageTotal 0.0291 \
    cts_tree "done" \
    cts_post_setup_buffers_inserted 0 \
    ys_seq_share 0.337 \
    cp-end-kind "flip-flop" \
    drc 0 \
    final_util 0.209 \
    relSlewSlack 0.793 \
    antenna_cells 0 \
    fin_crit_sh 0.882 \
    dr.pass1.iters 4 \
    grt_pass1_wl_microns 1550 \
    syn_area_sq_um 504 \
    htree_levels 1 \
    fmax_mhz 540 \
    sequentialPowerShare 0.418 \
    intPower_uw 303 \
    maxCapViolations 0 \
    pin_count 11 \
    start_kind "input port" \
    ys_chip_area_sq_um 504 \
    postCtsResizedCells 0 \
    portBuffers 10 \
    power.switching_uw 105 \
    worst_hold_slack_ps 568 \
    setup_viol 0 \
    crit_fanout 5 \
    wl_per_cell_microns 8.44 \
    ctsLongestPathBuffers 2 \
    combGateArea_sq_um 314 \
    p_clk_frac 0.282 \
    die_height_microns 80 \
    pre_cts_slack_ps -19.2 \
    antenna_left 0 \
    use_met1 0.0384 \
    p_per_area_nw_per_um2 572 \
    p_sw_frac 0.258 \
    fillCellCount 378 \
]
## synthesized netlist by cell type
cell type | n | area share
a21bo_2 | 1 | 0.020
a21boi_0 | 1 | 0.015
a21oi_1 | 1 | 0.0099
a22oi_1 | 1 | 0.015
a31oi_1 | 3 | 0.037
and4bb_2 | 1 | 0.025
buf_2 | 1 | 0.0099
dfxtp_1 | 4 | 0.16
edfxtp_1 | 3 | 0.18
ha_1 | 10 | 0.25
inv_1 | 4 | 0.030
nand2_1 | 3 | 0.022
nand2b_1 | 2 | 0.025
nor2_1 | 6 | 0.045
nor2b_1 | 2 | 0.025
nor3_1 | 1 | 0.0099
nor4_4 | 1 | 0.042
o2111ai_1 | 1 | 0.017
o21ai_0 | 3 | 0.030
o311ai_0 | 1 | 0.017
o31a_2 | 1 | 0.020
## cells by family after synthesis
kind of cell,count (synthesis),synth area share
simple gates,16,0.194
compound gates,13,0.181
buf+inv,5,0.0397
fa+ha+maj,10,0.248
flops,7,0.337
## sequential cells by signal (all words and copies together) (netlist names)
register and flops:
cash_return 2, next_state 2, present_state 2, purchase 1
## through the flow
stage,instances,area [sq um]
floorplan,51,504
global placement,110,687
detailed placement,110,687
CTS,114,713
global route,114,713
finish,114,713
## routing by layer
metal  vias up  part of all wire  wire [microns]
met3         0              0.12             116
met1       177              0.47             450
met4         0                 0               0
li1        216                 -               -
met5         -                 0               0
met2        14              0.41             395
## cell type report
class                      instances  share of cell area
inverter                           4              0.0211
multi-input combinational         39               0.440
clock buffer                       4              0.0368
sequential                         7               0.239
timing repair buffer              14               0.182
tap                               46              0.0807
## worst max-delay path: stages
cell and delay (ps):
clkdlybuf4s50_1 550, inv_1 100, ha_1 230, nor4_4 280, buf_4 150, o2111ai_1 110, a31oi_1 180
## path summary, 6_finish.rpt
kind                  from          endpoint  slack [ps]  cells past startpoint
min reg2reg  next_state[1]  present_state[1]         570                      1
max             cash_in[1]     next_state[0]         250                      7
max reg2reg  next_state[0]    cash_return[0]         310                      4
min          next_state[1]  present_state[1]         570                      1
## power groups by stage
stage | registers (uW) | clock network (uW) | logic [uW]
6_report | 171 | 115 | 122
5_1_grt | 174 | 127 | 137
4_1_cts | 171 | 121 | 125
Power and IR drop assume default switching activity.
